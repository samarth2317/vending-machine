==> flow/design.v <==
`timescale 1ns / 1ps
module vm2(out_led, out_lcd, clk, cancel, nickel, dime, quater, dollar, selectProduct, LED_button0, LED_button1, LED_button2, LED_button3, LED_button4, LED_button5);
	output out_led;			 
	output [2:0] out_lcd;		 
			input clk;
       	input cancel;			 
       	input nickel;			 
       	input dime;			 
       	input quater;			 
       	input dollar;			 
	input [3:0] selectProduct;	 
	output LED_button0, LED_button1, LED_button2, LED_button3, LED_button4, LED_button5;
	reg out_led = 0;		 
	reg [2:0] out_lcd = 0;		
	reg LED_button0=0, LED_button1=0, LED_button2=0, LED_button3=0, LED_button4=0, LED_button5=0;
	wire cancel, nickel, dime, quater, dollar;
	integer timeControl;
parameter amountProduct0 = 50;
parameter amountProduct1 = 100;
parameter amountProduct2 = 125;
parameter amountProduct3 = 150;
integer requiredAmount;
integer enteredAmount;
reg [3:0] state = 0;
reg [0:1] subState = 0;	
integer counter_sec = 0;
reg clk_sec = 0;
always @(posedge clk) begin
	if (counter_sec == 5000000)
	begin
		clk_sec <= ~clk_sec;
		counter_sec <= 0;
	end
	else
		counter_sec <= counter_sec + 1;
end
wire [3:0] selectProduct;
reg flag_rst;											 
reg [3:0] flag_product = 0;
reg flag_selectProduct = 0;								 
reg flag_productAvailable;							 
reg flag_changeCollect;								 
reg flag_productDispense;							 
reg flag_busy = 0;
reg flagDime = 0;
reg flagQuater = 0;
reg flagDollar = 0;
reg flagNickel = 0;
always @(posedge clk_sec) begin
	case (state)
		0 : begin
						LED_button0 <= 1'b1;
						out_led <= 1'b0;
						out_lcd <= 0;
								if( |selectProduct && !flag_busy) 
								begin
								flag_product <= selectProduct;
								flag_selectProduct <= 1;
								flag_busy <= 1;
								state <= state + 1;
								end
								else	
								begin
									state <= state;
								end
			end		
		1 : begin							 
			LED_button0 <= 1'b0;LED_button1 <= 1'b1;
			requiredAmount <= 0;
			enteredAmount <= 0;
			flag_changeCollect <= 0;								 
			flag_productDispense <=0;
			if (!flag_selectProduct) begin				 
				state <= state;					 
				flag_rst <= 1;					 
			end	
			else begin						 
				state <= state + 1;				 
				flag_rst <= 0;					 
				flag_productAvailable <= 1;
				case (flag_product)
					4'b0001 : out_lcd <= 001;
					4'b0010 : out_lcd <= 010;
					4'b0100 : out_lcd <= 011;
					4'b1000 : out_lcd <= 100;
				endcase
			end
		end
		2 : begin							 
			LED_button0 <= 1'b0;LED_button1 <= 1'b0;LED_button2<=1'b1;
			if (!flag_productAvailable) begin			 
				state <= 0;					 
				flag_rst <=1;					 
			end
			else begin
				state <= state + 1;
				flag_rst <= 0;
				if (flag_product == 4'b0001) begin
					requiredAmount <= amountProduct0;
				end
				else if (flag_product == 4'b0010) begin
					requiredAmount <= amountProduct1;
				end
				else if (flag_product == 4'b0100) begin
					requiredAmount <= amountProduct2;
				end
				else if (flag_product == 4'b1000) begin
					requiredAmount <= amountProduct3;
				end
			end
		end
		3 : begin							 
			LED_button3 <= 1'b1;LED_button2<=1'b0;
			 if(nickel || dime || quater || dollar) begin
				if(nickel) flagNickel <= 1;
				if(dime) flagDime <= 1;
				if(quater) flagQuater <= 1;
				if(dollar) flagDollar <= 1;
			end
			if (enteredAmount < requiredAmount) begin  
				if (flagNickel) begin				 
					enteredAmount <= enteredAmount + 5;			 
					flagNickel <= 0;
				end
				else if (flagDime) begin			 
					enteredAmount <= enteredAmount + 10;			 
					flagDime <= 0;
					end
				else if (flagQuater) begin			 
					enteredAmount <= enteredAmount + 25;			 
					flagQuater <= 0;
				end
				else if (flagDollar) begin			 
					enteredAmount <= enteredAmount + 100;			 
					flagDollar <= 0;
				end
				state <= state;
			end
			else begin
				state <= state + 1;
				flag_rst <= 0;
			end
		end
		4 : begin						 
			LED_button4 <= 1'b1; LED_button3 <= 1'b0;
			if (enteredAmount < requiredAmount) begin
				state <= state + 1;			 
			   flag_rst <= 0;
				flag_changeCollect <= 1;		 
				flag_productDispense <= 0;		 
			end
			else if (enteredAmount == requiredAmount) begin
				state <= state + 1;			 
				flag_rst <= 0;
				flag_changeCollect <= 0;		 
				flag_productDispense <= 1;		 
			end
			else if (enteredAmount > requiredAmount) begin
				state <= state + 1;			 
				flag_rst <= 0;
				flag_changeCollect <= 1;		 
				flag_productDispense <= 1;		 
			end
		end
		5 : begin
						LED_button5 <= 1'b1; LED_button4 <= 1'b0;
						if (!flag_productDispense && flag_changeCollect) begin				 
							out_led <= 0;								 
							out_lcd <= 101;
							flag_rst <= 1;								 
						end
						else if (flag_productDispense && !flag_changeCollect) begin			 
							out_led <= 1;								 
							out_lcd <= 110;
							flag_rst <= 1;								 
						end
						else if (flag_productDispense && flag_changeCollect) begin			 
							out_led <= 1;								 
							out_lcd <= 111;
							flag_rst <= 1;								 
						end
						timeControl <= 0;
						state <= 0;
						flag_busy <= 0;
						flag_selectProduct <= 0;
						flag_product <= 0;
						flag_productAvailable <= 0;
						flag_productDispense <= 0;
						flag_changeCollect <= 0;	
		end
	endcase
end
endmodule 
==> flow/run.sh <==
#!/bin/bash
# OpenROAD 26Q1-2900-gdf79404cd8, Yosys 0.63+post, stock flow scripts
make -C /OpenROAD-flow-scripts/flow DESIGN_CONFIG=/design/flow/config.mk WORK_HOME=/design/flow/orfs finish
==> flow/config.mk <==
export PLATFORM = sky130hd
export DESIGN_NAME = vm2
export DESIGN_NICKNAME = vm2
export VERILOG_FILES = /design/flow/design.v
export SDC_FILE = /design/flow/constraint.sdc
export NUM_CORES = 4
export LEC_CHECK = 1
export CORE_UTILIZATION = 30
==> flow/constraint.sdc <==
current_design vm2

set clk_period 4.2
set clk_io_pct 0.2

create_clock -name clk0 -period $clk_period [get_ports {clk}]

set non_clock_inputs [all_inputs -no_clocks]
set_input_delay [expr $clk_period * $clk_io_pct] -clock clk0 $non_clock_inputs
set_output_delay [expr $clk_period * $clk_io_pct] -clock clk0 [all_outputs]
==> results.txt <==
Figures from the flow reports.

Layout:
- The run gives the layout filler cell count as 1797.
- The multi-input combinational cells in the finished layout cover a total of 2710 um^2.
- In the final layout, the share of cells above drive strength 1 is 4.59%.
- The run gives the register area as 2620 um^2.
- The run gives the area added between synthesis and finish as 10.3%.
- The run gives the core utilization of the finished layout as 34.0%.

Logic synthesis:
- Looking at the gate-level netlist, the highest instance count belongs to edfxtp_1.
- The run puts the number of warnings issued by yosys at 1.
- The run puts the number of cell instances after yosys synthesis at 580.
- The run gives the number of enable-type register cells in the synthesized netlist as 66.
- The run gives the synthesized area per cell as 9.57 um^2.
- By area the synthesized netlist is led by edfxtp_1, dfxtp_1, ha_1.
- Of the post-synthesis cell area, the dominant cell type holds 35.7%.
- Counting distinct cell types in the post-synthesis netlist gives 61.
- The commonest register cell is edfxtp_1.
- edfxtp_1 takes more of the synthesized area than any other cell.
- The run puts the chip area line of the yosys report at 5550 um^2.
- The synthesized instance count is 580.
- The run gives the proportion of synthesized flip-flops having asynchronous set or reset as 0%.
- Summing the sequential cell areas from Yosys gives 47.2% of the chip area.
- Yosys reported a register bit count of 98.
- The run puts the total standard cell area after synthesis at 5550 um^2.
- Yosys reports that the most numerous cell types are edfxtp_1, nand2_1, nor2_1, a21oi_1.

Clocking:
- The run gives the clock tree from TritonCTS as done.
- The run puts the total clock buffers created by CTS at 5.
- The run gives the clock tree root buffer cell as clkbuf_16.
- The timing report gives the clock slew at the launch and capture registers of the worst setup and hold paths as 0.05 ns.
- The run gives the buffer count from post-CTS setup fixing as 0.
- The run gives the H-tree level count as 2.
- The run puts the clock latency reported for the late side of the worst-skew pair at 0.27 ns.
- The run puts the hold buffer count at CTS at 0.
- The run puts the count of cells resized by post-cts repair at 0.
- Counting along the longest clock path gives a buffer depth of 2.

Setup path:
- The run gives the highest fanout seen on the critical path as 7.
- Across all register-to-register paths, the minimum setup slack is 2.09 ns.
- The critical path starts at counter_sec[0].
- At the worst endpoint, the arrival time is 2.09 ns.
- For reference, the most critical setup path is categorized as reg -> reg.
- The worst setup path is captured at a register.
- The launch point of the worst register-to-register path is recorded as counter_sec[0].
- The worst setup path is launched from a register.
- The run puts the critical path required time at 4.18 ns.

Timing:
- The run puts the measured slew at the worst slew-check pin at 0.748 ns.
- The run gives the final critical-path required period as 2.11 ns.
- The run gives the number of unconstrained endpoints as 139.
- The run gives the max-slew violation total from the final report as 0.
- The final hold violation count recorded for this run is 0.
- The run puts the post-layout period usage of the worst path at 50.3%.
- The run puts the upper clock frequency limit at 473 MHz.
- The run puts the count of unclocked register or latch pins at 65.
- The run puts the setup clock skew after layout at 0.00260 ns.
- Setup repair after global routing left no endpoint under its margin.
- Across all checked pins, the minimum headroom to the slew limit is 49.8%.
- The run puts the final hold slack at 0.467 ns.
- The final report lists the setup-violating endpoint count as 0.
- The run gives the sum of negative setup slack as 0 ns.

Drt:
- The run gives the residual DRC count as 0.
- Nets still carrying antenna violations after routing amount to 0.
- Across all layers, the routed design uses 4224 vias.
- The wire length recorded after detailed routing is 10900 um.
- The run puts the number of antenna diodes at 0.
- For this run, the detailed router reports a per-instance via density of 5.17.
- After the first detailed-routing iteration, the DRC count stood at 208.
- The run puts the mean routed wirelength per cell at 13.3 um.
- The run puts the count of TritonRoute iterations in the first routing pass at 5.

Run:
- The run puts the count of max-cap constraint violations at 0.
- The run puts the number of warnings in the stage logs at 35.

Global routing:
- The run puts the total congestion overflow at 0.
- The run gives the maximum number of pins on one net before global-route repair as 66.
- The run gives the via count of the first global-routing pass as 3820.
- The run puts the overall routing resource usage at 11.7%.
- The initial antenna violation count came to 0.
- The first global-routing pass estimated 18500 um of wire.

Worst hold path:
- The run gives the startpoint of the most critical hold path as counter_sec[31].
- The worst hold path belongs to the class reg -> reg.

Placed design:
- The run gives the total half-perimeter wirelength after legalization and detailed placement as 7820 um.
- The run puts the count of buffers from port buffering at 18.
- The run gives the weighted congestion reported at the end of routability-driven placement as 0.875.

Floorplanning:
- The initialized floorplan defines 49 standard-cell rows.
- According to the floorplan report, the placeable core area is 18000 um^2.
- According to the floorplan report, the die width is 138 um.
- The run gives the initial cell density of the core as 30.8%.
- Per the OpenROAD floorplan log, the height of the die is 138 um.
- For this design the top-level I/O count stands at 20.
- The run puts the area of the chip at 19000 um^2.

Power and ir drop:
- The leakage component of the power was reported as 2.09 nW.
- The worst-case IR drop observed on VDD is 233 uV.
- The run gives the power density over cell area as 113 nW/um^2.

Status:
- The run finished with clean final reports.
[metal layers]
metal	share of wire [%]	routed length, um	GRT usage [%]
met1	51	5540	19.4
met2	45	4860	17.8
met3	3.9	429	1.52
met4	0.30	33	0.636
met5	0	0	0
[critical path, stage by stage, from the launching register on]
cell and delay, ns:
dfxtp_1 0.37, inv_1 0.09, ha_1 0.14, nor4b_1 0.21
nand4_1 0.14, nor3_1 0.60, buf_4 0.27
[registers in the layout, summed over array words and instances (netlist names), 3 cells and up]
signal,cells
counter_sec,32
requiredAmount,7
state,4
out_lcd,3
flag_product,4
enteredAmount,32
[final timing paths]
check             cells past startpoint               to
hold / removal                        1  counter_sec[31]
hold reg to reg                       1  counter_sec[31]
setup / recovery                      6          clk_sec
setup reg to reg                      6          clk_sec
[placed cells by master (no fill, tap or decap), types with 14 or more instances in the layout]
cell type / netlist / layout
xnor2_1: 26 / 26
dfxtp_1: 32 / 32
nand3_1: 20 / 20
nand4_1: 19 / 19
nor2_1: 51 / 51
nor3_1: 14 / 14
nand2_1: 51 / 51
a21oi_1: 40 / 40
inv_1: 32 / 32
o21ai_0: 29 / 29
clkdlybuf4s50_1: 0 / 18
edfxtp_1: 66 / 66
ha_1: 23 / 23
or3_1: 25 / 25
[per-stage QoR]
step / worst slack, ns / std cells / power, mW / instance area [um^2]
6_report: 2.09 / 817 / 0.692 / 6120
5_1_grt: 1.93 / 817 / 0.714 / 6120
4_1_cts: 2.05 / 817 / 0.701 / 6120
3_5_place_dp: 2.09 / 809 / 0.333 / 5960
3_3_place_gp: 2.14 / 809 / 0.333 / 5960
2_1_floorplan: 2.54 / 580 / 0.325 / 5550
[power breakdown]
group          internal, mW  total [mW]  switching [mW]
Clock                 0.250       0.365           0.115
Sequential            0.316       0.316               0
Combinational       0.00808      0.0107         0.00262
Total                 0.574       0.692           0.118
[cells by family after synthesis]
family	after synthesis	synth area share, %
AOI/OAI and AO/OA	116	12.9
xor gates and xnor gates	38	6.00
adders and majority gates	23	5.18
buffers and inverters	56	4.22
DFF	98	47.2
muxes	5	0.924
other	1	0.0676
and+or+nand+nor	243	23.5
[layout make-up]
class	count	area share [%]
Clock buffer	7	2.49
Tap cell	229	4.68
Timing Repair Buffer	24	3.68
Clock inverter	1	0.0818
Inverter	32	1.96
Sequential cell	98	42.9
Multi-Input combinational cell	426	44.2
Power is estimated from default activity; no workload was simulated.
